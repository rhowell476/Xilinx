### flow/design.v
`timescale 1ns / 1ps
`timescale 1ns / 1ps
module fulladder( X, Y, Cin, Sum, Cout
    );
input X, Y, Cin;
output Sum, Cout;
wire t1, t2, t3;
xor(t1, X, Y);
and(t3, X, Y);
and(t2, t1, Cin);
xor(Sum, t1, Cin);
or(Cout, t2, t3);
endmodule
module adder8bit(X, Y,
		C0, sum, C8
    );
input [7:0] X;
input [7:0] Y;
input C0;
output [7:0]sum;
output C8;
wire[7:1] C;
fulladder FA0 (X[0],Y[0],C0,sum[0],C[1]);
fulladder FA1 (X[1],Y[1],C[1],sum[1],C[2]);
fulladder FA2 (X[2],Y[2],C[2],sum[2],C[3]);
fulladder FA3 (X[3],Y[3],C[3],sum[3],C[4]);
fulladder FA4 (X[4],Y[4],C[4],sum[4],C[5]);
fulladder FA5 (X[5],Y[5],C[5],sum[5],C[6]);
fulladder FA6 (X[6],Y[6],C[6],sum[6],C[7]);
fulladder FA7 (X[7],Y[7],C[7],sum[7],C8);
endmodule
### flow/run.sh
#!/bin/bash
# OpenROAD 26Q1-2900-gdf79404cd8, Yosys 0.63+post, stock flow scripts
make -C /OpenROAD-flow-scripts/flow DESIGN_CONFIG=/design/flow/config.mk WORK_HOME=/design/flow/orfs finish
### flow/config.mk
export PLATFORM = sky130hd
export DESIGN_NAME = adder8bit
export DESIGN_NICKNAME = adder8bit
export VERILOG_FILES = /design/flow/design.v
export SDC_FILE = /design/flow/constraint.sdc
export NUM_CORES = 4
export LEC_CHECK = 1
export CORE_AREA = 10 10 70 70
export DIE_AREA = 0 0 80 80
### flow/constraint.sdc
current_design adder8bit

set clk_period 10.2
set clk_io_pct 0.2

create_clock -name clk0 -period $clk_period

set non_clock_inputs [all_inputs -no_clocks]
set_input_delay [expr $clk_period * $clk_io_pct] -clock clk0 $non_clock_inputs
set_output_delay [expr $clk_period * $clk_io_pct] -clock clk0 [all_outputs]
==> flow_metrics.tcl <==
# collected from the flow reports
set metrics [dict create \
    synth-area-yosys_um2 239 \
    worstSetupEndpointType "output port" \
    synth_largest_type_area_fraction_pct 67.0 \
    synth.cellmix.simpleShare_pct 0 \
    worst_setup_start_kind "input pin" \
    maxSlewViolCount 0 \
    rsz0062_at_grt "false" \
    global_route.overflow_total 0 \
    grt_antenna_before_repair 0 \
    rows 21 \
    final_min_period_over_clock_period_pct 81.1 \
    syn_to_final_growth_pct 108 \
    floorplan.die.height_um 80 \
    layout_top_cells_excl_fill_tap "clkdlybuf4s50_1, fa_1, inv_1" \
    grt_pass1_wl_um 1130 \
    openroad.warnings 32 \
    dp.final_hpwl_um 722 \
    ioPinCount 26 \
    drtIter0Drc 0 \
    synth.lib_cells_used.distinct 3 \
    numPortBuffers 26 \
    cp_data_required_time_ps 8160 \
    yosys.stat.seqShare_pct 0 \
    yosys.area.top_type "fa_1" \
    initial_utilization_pct 7.00 \
    antenna-diode-count 0 \
    critPathKind "input pin to output port" \
    timing.fmax_ghz 0.121 \
    flop_area_um2 0 \
    total_leakage_power_nw 0.187 \
    detailedRoute.firstPassIterationCount 1 \
    aoi_share_pct 0 \
    ys_warn_count 0 \
    power_density_nw_per_um2 53.6 \
    grt_usage_pct 2.24 \
    design.core.area_um2 3420 \
    synth_stat.cells 21 \
    synth_area_um2 239 \
    detail_route.wl_per_cell_um 8.69 \
    drtAntennaViolNets 0 \
    number_of_global_route_vias_before_repair 227 \
    dr_total_vias 198 \
    finalCoreUtilization_pct 14.5 \
    vdd_ir_drop_max_mv 0.0169 \
    xor_xnor_share_of_the_synthesized_area_pct 0 \
    fa_ha_area_share_pct 67.0 \
    synth.area.mux_share_pct 0 \
    setup_viol 0 \
    syn_inst 21 \
    most_frequent_logic_cell_in_the_layout "clkdlybuf4s50_1" \
    die_width_um 80 \
    post_cts_buffers 0 \
    totalNegativeSetupSlack_ps 0 \
    max_cap_viol_count 0 \
    hp-class "input pin to output port" \
    grt_start_max_net_pins 2 \
    post_cts_resize_count 0 \
    period_minus_slack_ps 8280 \
    avgSynthCellArea_um2 11.4 \
    wirelength_met1_um 387 \
    drt-vias-per-instance 2.33 \
    clock_buffer_count 0 \
    status "complete, no violations" \
    crit_path_max_fanout 1 \
    routed-wl-met3_um 202 \
    timing_hold_violations_final 0 \
    floorplan.die_area_um2 6400 \
    routabilityCongestion 0.838 \
    postRouteWirelength_um 739 \
    synth.top_cells.by_area "fa_1, buf_4, inv_1" \
    drc 0 \
    maxSlewHeadroom_pct 93.3 \
    arrival_ps 6240 \
    sequential_cell_total 0 \
    final_layout_size_suffix_gt1_share_pct 0 \
    hold_buffers 0 \
    routed.top_layer "met3" \
    timing_worst_slew_pin_value_ps 99.9 \
    routed-wl-met2_um 149 \
    logic_family "adder cells" \
]
[path summary, 6_finish.rpt]
path / startpoint / endpoint / slack, ps / depth (start not counted)
setup / recovery: X[0] / sum[7] / 1920 / 12
hold / removal: Y[7] / C8 / 5130 / 5
[through the flow]
stage               hold slack [ps]  power, mW  instances  cell area [um^2]  setup slack, ps
finish                         5130     0.0266         85               497             1920
floorplan                      4290     0.0124         21               239             2850
global placement               5140     0.0268         85               497             1910
global route                   5180     0.0300         85               497             1720
CTS                            5150     0.0274         85               497             1890
detailed placement             5140     0.0271         85               497             1910
[cells in the mapped netlist (all sizes together)]
cell type and count:
fa 8, inv 5, buf 8
[metal layers]
metal	GRT usage [%]	up-vias
met2	2.09	26
met1	3.45	86
met3	2.16	0
met4	0	0
met5	0	-
li1	-	86
[report_power, final]
group	internal, mW	switching (mW)
sequential	0	0
clock	0	0
combinational	0.0197	0.00695
total	0.0197	0.00695
[logic make-up (layout without fill, tap and decap cells)]
logic type	after synthesis	in the layout
adders and majority gates	8	8
buffers and inverters	13	31
[worst max-delay path, cell delays in order]
cell	delay [ps]
clkdlybuf4s50_1	430
fa_1	440
fa_1	390
fa_1	390
fa_1	400
fa_1	390
fa_1	380
fa_1	370
inv_1	80
fa_1	400
inv_1	60
clkdlybuf4s50_1	470
[final cells by class]
cell class                      count  area (um^2)
Fill cell                         384         2920
Timing Repair Buffer               26          260
Tap cell                           46         57.6
Inverter                            5         18.8
Multi-Input combinational cell      8          160
No activity file was given, so power comes from the tool's default toggle rates.
